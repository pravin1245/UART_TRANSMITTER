File: flow/run.sh
#!/bin/bash
# OpenROAD 26Q1-2900-gdf79404cd8, Yosys 0.63+post, stock flow scripts
make -C /OpenROAD-flow-scripts/flow DESIGN_CONFIG=/design/flow/config.mk WORK_HOME=/design/flow/orfs finish
File: flow/design.v
`timescale 1ns / 1ps
module uart_debug(
    input wire clk,        
    input wire rst_n,      
    input wire [7:0] data_in,  
    input wire send,           
    output wire tx             
);
    parameter BAUD = 115200;
    parameter CLOCK_FREQ = 100_000_000;  
    localparam BAUD_TICK = CLOCK_FREQ / BAUD;
    reg start_tx;
    wire busy;
    uart_tx #(
        .CLOCK_FREQ(CLOCK_FREQ),
        .BAUD(BAUD)
    ) uart_transmitter (
        .clk(clk),
        .rst_n(rst_n),
        .tx_data(data_in),
        .transmit(start_tx),
        .tx(tx),
        .busy(busy)
    );
    reg [1:0] state;
    parameter IDLE = 2'b00, SEND = 2'b01, WAIT = 2'b10;
    always @(posedge clk or negedge rst_n) begin
        if (!rst_n) begin
            state <= IDLE;
            start_tx <= 0;
        end else begin
            case (state)
                IDLE: begin
                    start_tx <= 0;
                    if (send && !busy) begin
                        start_tx <= 1;
                        state <= SEND;
                    end
                end
                SEND: begin
                    start_tx <= 0;  
                    state <= WAIT;
                end
                WAIT: begin
                    if (!busy)
                        state <= IDLE;
                end
                default: state <= IDLE;
            endcase
        end
    end
endmodule
module uart_tx #(
    parameter CLOCK_FREQ = 100_000_000,  
    parameter BAUD = 115200
)(
    input wire clk,
    input wire rst_n,
    input wire [7:0] tx_data,
    input wire transmit,
    output reg tx,
    output reg busy
);
    localparam BAUD_TICKS = CLOCK_FREQ / BAUD;
    reg [15:0] baud_count;
    reg [3:0] bit_index;
    reg [9:0] shift_reg;
    always @(posedge clk or negedge rst_n) begin
        if (!rst_n) begin
            baud_count <= 0;
            tx <= 1'b1;  
            busy <= 0;
            shift_reg <= 10'b1111111111;
            bit_index <= 0;
        end else begin
            if (transmit && !busy) begin
                shift_reg <= {1'b1, tx_data, 1'b0};
                busy <= 1;
                bit_index <= 0;
                baud_count <= 0;
            end else if (busy) begin
                if (baud_count < BAUD_TICKS-1) begin
                    baud_count <= baud_count + 1;
                end else begin
                    baud_count <= 0;
                    tx <= shift_reg[0];
                    shift_reg <= {1'b1, shift_reg[9:1]};
                    if (bit_index == 9)
                        busy <= 0;
                    bit_index <= bit_index + 1;
                end
            end
        end
    end
endmodule
File: flow/config.mk
export PLATFORM = sky130hd
export DESIGN_NAME = uart_debug
export DESIGN_NICKNAME = uart_debug
export VERILOG_FILES = /design/flow/design.v
export SDC_FILE = /design/flow/constraint.sdc
export NUM_CORES = 4
export LEC_CHECK = 1
export CORE_AREA = 10 10 105 105
export DIE_AREA = 0 0 115 115
File: flow/constraint.sdc
current_design uart_debug

set clk_period 2.7
set clk_io_pct 0.2

create_clock -name clk0 -period $clk_period [get_ports {clk}]

set non_clock_inputs [all_inputs -no_clocks]
set_input_delay [expr $clk_period * $clk_io_pct] -clock clk0 $non_clock_inputs
set_output_delay [expr $clk_period * $clk_io_pct] -clock clk0 [all_outputs]
==> flow_metrics.env <==
# implementation run metrics
export IMPL_hold_class="reg2reg"
export IMPL_xor_area_share_pct=0
export IMPL_root_buffer="clkbuf_8"
export IMPL_initCoreUtil_pct=20.6
export IMPL_synth_edff_count=0
export IMPL_io_buffers=11
export IMPL_clock_latency_ns=0.29
export IMPL_drive_gt1_share_pct=15.8
export IMPL_ff_type="dfrtp_1"
export IMPL_grt_max_degree=36
export IMPL_clock_path_buffers=2
export IMPL_h_tree_depth=2
export IMPL_cts_tree="yes"
export IMPL_dieArea_sq_mm=0.0132
export IMPL_dr_pass1_iters=4
export IMPL_endpoint_kind="flip-flop"
export IMPL_logic_family="AND-OR/OR-AND gates"
export IMPL_crit_slowest_cell="or4_4"
export IMPL_antenna_found_initial=0
export IMPL_startpoint_type="flip-flop"
export IMPL_async_reset_ff_share_pct=100
export IMPL_pwr_share_clk_pct=42.8
export IMPL_ys_sh_simple_pct=17.1
export IMPL_synthAoiAreaFrac_pct=18.9
export IMPL_slew_violations=0
export IMPL_mux_area_share_pct=7.82
export IMPL_synth_seq_share_pct=49.2
export IMPL_powerDensity_mw_per_mm2=453
export IMPL_comb_area_sq_um=830
export IMPL_seq_power_share_pct=54.5
export IMPL_maxSlewHeadroom_pct=61.5
export IMPL_cts_sinks=35
export IMPL_grt_pass1_vias=1314
export IMPL_grt_first_pass_wirelength_microns=6180
export IMPL_cellLeakagePower_nw=0.906
export IMPL_max_stage_delay_ns=0.48
export IMPL_cp_data_arrival_time_ns=2.39
export IMPL_postCtsSetupBuffers=0
export IMPL_cp_cell_sequence="ha_1 -> or4_4 -> a2111oi_4 -> buf_4 -> a21oi_1 -> mux2i_1"
export IMPL_wire_per_inst_microns=12.4
export IMPL_regArea_sq_um=890
export IMPL_vias=1310
export IMPL_wl_microns=3600
export IMPL_fin_total_pwr_w=0.000964
export IMPL_cts_made_buffers=5
export IMPL_grt_use_total_pct=5.57
export IMPL_ys_warn_count=2
export IMPL_skew_ns=0.0123
export IMPL_rows=34
export IMPL_ys_seq_elements=35
export IMPL_num_antenna_cells=0
export IMPL_place_gp_congestion=0.812
export IMPL_ys_cells=168
export IMPL_worst_slew_pin_slew_ns=0.578
export IMPL_fin_ws_ns=0.508
export IMPL_utilization_pct=24.3
export IMPL_fill_cells=923
export IMPL_vdd_drop_max_v=0.000156
export IMPL_synth_area_sq_mm=0.00181
export IMPL_p_switching_w=0.000193
export IMPL_whs_path_depth=1
export IMPL_cts_clk_slew_worst_paths_ns=0.07
export IMPL_switching_share_pct=20.0
export IMPL_ios=12
export IMPL_syn_inst=168
export IMPL_drc=0
export IMPL_rsz0062_at_grt="no"
export IMPL_grt_ovfl_total=0
export IMPL_cap_viol_max_count=0
export IMPL_dieHeight_microns=115
export IMPL_syn_area_per_cell_sq_um=10.8
export IMPL_cts_hold_buf=0
export IMPL_ys_types=41
export IMPL_ys_area_sq_mm=0.00181
export IMPL_largest_reg_flops=16
export IMPL_r2r_cells=6
export IMPL_hpwl_microns=2440
export IMPL_core_area_sq_mm=0.00876
export IMPL_hold_viol=0
export IMPL_outcome="finished, final reports clean"
export IMPL_p_int_w=0.000772
export IMPL_die_w_microns=115
export IMPL_cp_max_fo=9
export IMPL_pre_cts_slack_ns=0.541
export IMPL_period_used_pct=81.2
export IMPL_criticalPathCategory="reg2reg"
export IMPL_fa_ha_area_share_pct=2.08
export IMPL_ctsResizeCount=0
export IMPL_cp_required_ns=2.90
export IMPL_timing_fmax_ghz=0.456
export IMPL_viasPerCell=4.50
export IMPL_pwr_share_comb_pct=2.7
export IMPL_first_iter_violations=64
export IMPL_finalCriticalPeriod_ns=2.19
export IMPL_postRouteAntennaNets=0
export IMPL_syn_to_final_growth_pct=17.7
export IMPL_warnings=26
export IMPL_setup_violations=0
export IMPL_hold_ws_ns=0.448
export IMPL_setup_tns_ns=0
==> per-layer routing <==
layer	vias to the layer above	routed length, microns	track usage, %
li1	656	-	-
met2	13	1600	8.18
met5	-	0	0
met3	4	111	1.48
met4	0	35	0.743
met1	637	1850	8.30
==> power by group through the flow <==
stage	logic, W	clock network, W	registers [W]
5_1_grt	0.0000299	0.000452	0.000525
6_report	0.0000262	0.000413	0.000525
4_1_cts	0.0000277	0.000426	0.000525
==> worst max-delay path, delay by kind of cell (launching register included) <==
family / cells / cell delay (ns)
flops: 1 / 0.42
mux: 1 / 0.18
buf+inv: 1 / 0.25
fa+ha+maj: 1 / 0.27
compound gates: 2 / 0.49
simple gates: 1 / 0.48
==> cell type report <==
| cell class | count | share of cell area, % |
|---|---|---|
| sequential | 35 | 41.8 |
| multi-input combinational | 117 | 39.0 |
| timing repair buffer | 16 | 6.94 |
| tap | 108 | 6.35 |
| clock buffer | 8 | 4.70 |
| inverter | 7 | 1.23 |
==> synthesized netlist by cell type, types with 2 or more instances <==
master     count  area share, %
o22ai_1        2           0.69
ha_1           3            2.1
and3_1         4            1.4
inv_1          7            1.5
nor2b_1        7            2.4
o21ai_0        6            1.7
a211oi_1       8            3.3
and2_1         6            2.1
nand4_1        3            1.0
mux2i_1       13            7.2
dfstp_2       11             16
clkbuf_1       5            1.0
or4_1          2           0.83
nand2b_1       2           0.69
a22oi_1        2           0.83
dfrtp_1       24             33
a2111oi_4      2            3.0
nand2_1        9            1.9
nand3_1       12            3.3
a21oi_1       10            2.8
a31oi_1        6            2.1
nor3_1         2           0.55
nor2_1         3           0.62
nand3b_1       2           0.83
==> logic make-up after synthesis <==
family / after synthesis
adder cells (fa/ha/maj): 3
buffers and inverters: 16
AND-OR/OR-AND: 45
multiplexers: 14
AND/OR/NAND/NOR: 55
flip-flops: 35
==> worst paths after layout <==
check / startpoint / slack (ns) / endpoint
max: uart_transmitter.baud_count[0]$_DFFE_PN0P_ / 0.51 / uart_transmitter.bit_index[0]$_DFFE_PN0P_
min: state[2]$_DFF_PN0_ / 0.45 / state[1]$_DFF_PN0_
max reg2reg: uart_transmitter.baud_count[0]$_DFFE_PN0P_ / 0.51 / uart_transmitter.bit_index[0]$_DFFE_PN0P_
min reg2reg: state[2]$_DFF_PN0_ / 0.45 / state[1]$_DFF_PN0_
max in group asynchronous: rst_n / 1.68 / uart_transmitter.shift_reg[8]$_DFFE_PN1P_
min in group asynchronous: rst_n / 0.67 / uart_transmitter.baud_count[12]$_DFFE_PN0P_
==> cells in the final DEF, fill, tap and decap left out, types with 6 or more instances in the layout <==
| master | n |
|---|---|
| dfrtp_1 | 24 |
| mux2i_1 | 13 |
| nand3_1 | 12 |
| clkdlybuf4s50_1 | 11 |
| dfstp_2 | 11 |
| a21oi_1 | 10 |
| nand2_1 | 9 |
| a211oi_1 | 8 |
| inv_1 | 7 |
| nor2b_1 | 7 |
| clkbuf_8 | 7 |
| and2_1 | 6 |
| o21ai_0 | 6 |
| a31oi_1 | 6 |
==> per-stage QoR <==
step                      std cells  area [sq um]
after global placement          283          2030
after detailed placement        283          2030
after global routing            291          2130
after floorplan                 168          1810
after CTS                       291          2130
final                           291          2130
Power and IR drop assume default switching activity.
